==> /design/flow/config.mk <==
export PLATFORM = sky130hd
export DESIGN_NAME = counter
export DESIGN_NICKNAME = counter
export VERILOG_FILES = /design/flow/design.v
export SDC_FILE = /design/flow/constraint.sdc
export NUM_CORES = 4
export LEC_CHECK = 1
export CORE_AREA = 10 10 100 100
export DIE_AREA = 0 0 110 110
==> /design/flow/constraint.sdc <==
current_design counter

set clk_period 4.0
set clk_io_pct 0.2

create_clock -name clk0 -period $clk_period [get_ports {fastclk}]

set non_clock_inputs [all_inputs -no_clocks]
set_input_delay [expr $clk_period * $clk_io_pct] -clock clk0 $non_clock_inputs
set_output_delay [expr $clk_period * $clk_io_pct] -clock clk0 [all_outputs]
==> /design/flow/design.v <==
module counter #(
    parameter n = 24
)   
(
    input  logic fastclk,
    output logic clk
);
  logic [n-1:0] count;
  always_ff @(posedge fastclk) count <= count + 1;
  assign clk = count[n-1];   
endmodule
==> /design/flow/run.sh <==
#!/bin/bash
# OpenROAD 26Q1-2900-gdf79404cd8, Yosys 0.63+post, stock flow scripts
make -C /OpenROAD-flow-scripts/flow DESIGN_CONFIG=/design/flow/config.mk WORK_HOME=/design/flow/orfs finish
==> flow_metrics.env <==
# flow metrics
export IMPL_slew_headroom=0.647
export IMPL_die_area_um2=12100
export IMPL_dp_slack_ps=2410
export IMPL_synthTopCellsByArea="dfxtp_1 (53%), xnor2_1 (18%), nand3_1 (5.0%)"
export IMPL_r2r_cells=5
export IMPL_busiest_layer="met2"
export IMPL_ios=2
export IMPL_cts_sinks=24
export IMPL_critPathSlowestCell="clkdlybuf4s50_1"
export IMPL_p_total_uw=397
export IMPL_ys_top_cells_by_count="dfxtp_1 (24), xnor2_1 (18), nand3_1 (9)"
export IMPL_grtUsageMet2=0.0309
export IMPL_status="complete, no violations"
export IMPL_layout_setup_ws_ps=2110
export IMPL_largest_area_cell="dfxtp_1"
export IMPL_maxSlewViolCount=0
export IMPL_async_reset_ff_frac=0
export IMPL_track_usage=0.0212
export IMPL_ys_cells=83
export IMPL_hold_depth=1
export IMPL_firstDrtPassIters=4
export IMPL_warnings=25
export IMPL_most_common_cell="dfxtp_1"
export IMPL_path_clk_slew_ps=80
export IMPL_ff_type="dfxtp_1"
export IMPL_die_w_um=110
export IMPL_synth_flop_count=24
export IMPL_overflow=0
export IMPL_regMostFlops="count"
export IMPL_largest_reg_flops=24
export IMPL_top_area_frac=0.533
export IMPL_r2r_start="count[0]$_DFF_P_"
export IMPL_max_cap_viol_count=0
export IMPL_powerDensity_nw_per_um2=363
export IMPL_largestRegisters="count (24)"
export IMPL_clockBufferDepth=2
export IMPL_slowest_delay_ps=470
export IMPL_use_met3=0.00588
export IMPL_fp_util=0.115
export IMPL_path_buffers=1
export IMPL_finalSetupViolations=0
export IMPL_coreArea_um2=7810
export IMPL_via_per_inst=2.84
export IMPL_place_area_um2=1040
export IMPL_critPathTopFamily="buffers and inverters"
export IMPL_numCtsBuffers=3
export IMPL_path_max_fanout=2
export IMPL_synth_distinct_cells=15
export IMPL_edf_count=0
export IMPL_tightest_slew_ps=527
export IMPL_worst_setup_path_end_kind="output pin"
export IMPL_grt_max_degree=14
export IMPL_timing_rr_end="count[20]$_DFF_P_"
export IMPL_path_cells="clkdlybuf4s50_1"
export IMPL_die_h_um=110
export IMPL_ant_nets=0
export IMPL_hp_class="reg2reg"
export IMPL_n_antenna_cell=0
export IMPL_holdPathEnd="count[0]$_DFF_P_"
export IMPL_yosysWarnings=1
export IMPL_fin_area_um2=1090
export IMPL_cts_setup_buffers=0
export IMPL_port_buffers=1
export IMPL_grtUsageMet1=0.0307
export IMPL_avgSynthCellArea_um2=10.9
export IMPL_h_tree_depth=1
export IMPL_gp_congestion=0.698
export IMPL_rsz0062_at_grt="no"
export IMPL_period_needed_ps=1890
export IMPL_antenna_found_initial=0
export IMPL_cts_tree="yes"
export IMPL_critPathKind="reg2out"
export IMPL_ff2ff_setup_slack_ps=2560
export IMPL_min_from="count[0]$_DFF_P_"
export IMPL_first_iter_violations=20
export IMPL_cts_resized=0
export IMPL_p_leak_nw=0.335
export IMPL_routed_wl_um=1210
export IMPL_grt_pass1_vias=515
export IMPL_synthCells=83
export IMPL_fmax_ghz=0.530
export IMPL_avgRoutedWirePerCell_um=6.37
export IMPL_crit_required_ps=3200
export IMPL_skew_ps=5.01
export IMPL_ys_chip_area_um2=901
export IMPL_grt_pass1_wl_um=2240
export IMPL_ir_drop_v=0.000112
export IMPL_cts_root_buf="clkbuf_8"
export IMPL_postSynthSeqShare=0.533
export IMPL_final_setup_tns_ps=0
export IMPL_rows=32
export IMPL_drc=0
export IMPL_critPathLaunchType="register"
export IMPL_worstSkewPairLatency_ps=260
export IMPL_critPathArrivalTime_ps=1090
export IMPL_route_vias_total=540
export IMPL_cts_hold_buf=0
export IMPL_fin_crit_sh=0.472
export IMPL_finalHoldViolations=0
export IMPL_final_layout_size_suffix_gt1_frac=0.0909
export IMPL_area_delta_synth_final_pct=21.4
export IMPL_synthesis_area_um2=901
kinds of logic (layout without fill, tap and decap cells):
| kind of cell | after synthesis | in the layout | share of synthesized area |
|---|---|---|---|
| simple gates | 35 | 35 | 0.235 |
| flops | 24 | 24 | 0.533 |
| xor+xnor | 22 | 22 | 0.214 |
| fa+ha+maj | 1 | 1 | 0.0139 |
| buf+inv | 1 | 6 | 0.00416 |
metrics by stage:
stage,hold WS [ps],instances,utilization
after floorplan,383,83,-
after global placement,394,186,0.133
after detailed placement,398,186,0.133
after CTS,418,190,0.140
after global routing,452,190,0.140
final,415,190,0.140
cells in the final DEF, fill, tap and decap left out, drive strengths merged:
cell type      netlist  final
dfxtp               24     24
xnor2               18     18
nand3               10     10
nand2                7      7
nand4                6      6
and3                 5      5
xor2                 4      4
clkbuf               0      4
and4                 3      3
nor2                 2      2
nor3                 1      1
and2b                1      1
inv                  1      1
ha                   1      1
clkdlybuf4s50        0      1
worst reg2reg max path, delay by kind of cell, from the launching register on:
kind	cells	cell delay (ps)
fa+ha+maj	1	210
simple gates	3	590
flops	1	370
xor+xnor	1	160
how the worst max path moves through the flow:
stage | to | cells after the start | start
CTS | clk | 1 | count[23]$_DFF_P_
global route | clk | 1 | count[23]$_DFF_P_
finish | clk | 1 | count[23]$_DFF_P_
final cells by class:
cell class	instances	area, µm²
fillers	864	6710
flip-flops and latches	24	480
clock buffers	4	55.1
repair buffers	1	10.0
inverters	1	3.75
multi-input cells	58	417
well taps	102	128
report_power, final:
part / switching (mW) / leakage [nW] / total (mW) / internal (mW)
Combinational: 0 / 0.113 / 0.000000113 / 0
Sequential: 0 / 0.193 / 0.239 / 0.239
Clock: 0.0704 / 0.0288 / 0.158 / 0.0876
Total: 0.0704 / 0.335 / 0.397 / 0.326
routing by layer:
| layer | part of all wire | vias to the layer above |
|---|---|---|
| met3 | 0.016 | 2 |
| met1 | 0.56 | 240 |
| met2 | 0.39 | 4 |
| met5 | 0 | - |
| li1 | - | 294 |
| met4 | 0.028 | 0 |
Power and IR drop assume default switching activity.
